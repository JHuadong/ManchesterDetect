==> /design/flow/design.v <==
module edge_detect(input clk, 
                   input data_in, 
                   input rst_n,
                   output Dec_Swith,
                   output first );
parameter Start=3'b000;
parameter Fall=3'b001;
parameter Raise=3'b010;
parameter Judge=3'b011;
parameter Detect=3'b100;
parameter limit=14;
reg data_in_d1;
reg data_in_d2;
reg raising;
reg falling;
reg same;
reg [2:0] state;
reg [4:0] number;
reg Dec;
reg first_Sign;
assign Dec_Swith=Dec;
assign first=first_Sign;
initial
  begin
   data_in_d1=0;
   data_in_d2=0;
   raising=0;
   falling=0;
   number=5'b00000;
   state=3'b000;
   same=0;
   Dec=0;
   first_Sign=0;
  end
always @ (posedge clk or negedge rst_n)
          if(!rst_n)
             begin data_in_d1 = 1'b0; 
                   data_in_d2 = 1'b0;
                   state=Start;
                 end 
          else
        begin 
            data_in_d2 = data_in_d1;
            data_in_d1 = data_in;        
            raising=data_in_d1&(~data_in_d2);
            falling=(~data_in_d1)&data_in_d2;
            same=~(data_in_d1^data_in_d2);
            if(same) number=number+1;  
            case(state)
              Start:if(same) state=Start;
                    else if(falling)  begin
                                   state=Fall;
                                   number=0;
                                 end
                    else if(raising) begin
                                      if(number>=limit) begin
                                                       state=Raise;
                                                       number=0;
                                                     end
                                      else begin 
                                             state=Start;
                                             number=0;
                                      end
                                      end
              Fall: if(same) state=Fall;
                    else if(raising) begin
                                   if(number<limit) begin
                                                     state=Start;
                                                     number=0;
                                                 end
                                   else begin
                                           state=Raise;
                                           number=0;
                                   end
                                 end
              Raise:if(same) state=Raise; 
                    else if(falling) begin                             
                                  if(number==(limit+5))
                                              begin
                                                state= Detect;
                                                number=0;
                                                first_Sign=1;
                                                Dec=1;
                                              end
                                  else if(number==limit) 
                                              begin
                                                state=Judge;
                                                number=0;
                                              end
                                  else  begin
                                            state=Start;
                                            number=0;
                                        end
                                  end
              Judge: if(same) state=Judge;
                     else if(raising) begin
                                 if(number==(limit-10))
                                         begin
                                           state=Detect;
                                           number=0;
                                           first_Sign=0;
                                           Dec=1;
                                         end
                                  else if(number>=limit)
                                         begin
                                           state=Raise;
                                           number=0;
                                         end
                                  else begin
                                          state=Start;
                                          number=0;
                                       end
                                 end
               Detect: 
                       if(!rst_n) begin
                                    state=Start;
                                    number=0;
                                    Dec=0;
                                  end
                       else  begin 
                                state=Detect;
                                number=number+1;
                             end
        endcase
   end
endmodule   
==> /design/flow/run.sh <==
#!/bin/bash
# OpenROAD 26Q1-2900-gdf79404cd8, Yosys 0.63+post, stock flow scripts
make -C /OpenROAD-flow-scripts/flow DESIGN_CONFIG=/design/flow/config.mk WORK_HOME=/design/flow/orfs finish
==> /design/flow/config.mk <==
export PLATFORM = sky130hd
export DESIGN_NAME = edge_detect
export DESIGN_NICKNAME = edge_detect
export VERILOG_FILES = /design/flow/design.v
export SDC_FILE = /design/flow/constraint.sdc
export NUM_CORES = 4
export LEC_CHECK = 1
export CORE_AREA = 10 10 96 96
export DIE_AREA = 0 0 106 106
==> /design/flow/constraint.sdc <==
current_design edge_detect

set clk_period 2.4
set clk_io_pct 0.2

create_clock -name clk0 -period $clk_period [get_ports {clk}]

set non_clock_inputs [all_inputs -no_clocks]
set_input_delay [expr $clk_period * $clk_io_pct] -clock clk0 $non_clock_inputs
set_output_delay [expr $clk_period * $clk_io_pct] -clock clk0 [all_outputs]
==> impl_metrics.json <==
{
  "drv_cap": 0,
  "yosysTopAreaCell": "edfxtp_1",
  "cp_max_fo": 4,
  "drc": 0,
  "seq_area_um2": 310,
  "r2r-end": "Dec$_DFFE_PP_",
  "comb_area_um2": 828,
  "ir_drop_uv": 375,
  "synthMuxAreaShare_pct": 1.84,
  "yosysTopAreaCellShare_pct": 18.2,
  "clk_pin_slew_ns": 0.05,
  "num-fill-cells": 796,
  "power.leakage_uw": 0.000633,
  "gr-total-overflow": 0,
  "end_kind": "flop",
  "synth.most_common_cell": "nor2_1",
  "p_per_area_nw_per_um2": 872,
  "yosys.area_share.aoi_pct": 23.8,
  "routed_via_density": 4.24,
  "cp_data_required_time_ns": 2.35,
  "antenna_found_initial": 0,
  "synth-xor-area-share_pct": 5.21,
  "timing.final.crit_share_pct": 99.9,
  "top_cells_by_area": "edfxtp_1 (18%), dfrtp_1 (8.7%), ha_1 (8.7%), a21oi_1 (3.9%), nor2_1 (3.9%)",
  "synth-warning-count": 1,
  "clk_latency_ns": 0.24,
  "netlist_area_um2": 1150,
  "crit_buf_inv": 1,
  "yosys_cells": 138,
  "drive_above_1_share_pct": 26.2,
  "start_kind": "flop",
  "min_period_ns": 2.40,
  "critical_path_class": "flop to flop",
  "common_cells": "nor2_1 (12), nand2_1 (10), a21oi_1 (9)",
  "fp_util_pct": 16.0,
  "rsz0062_at_grt": "yes",
  "status": "finished clean",
  "grt_pass1_wl_um": 5140,
  "die_w_um": 106,
  "port_buffers": 4,
  "top_logic_kind": "simple AND/OR/NAND/NOR gates",
  "vias": 1114,
  "max_freq_mhz": 417,
  "cp_slowest_cell": "or4b_4",
  "synthCells": 138,
  "area_growth_pct": 37.7,
  "r2r_cells": 7,
  "routed_wl_um": 2980,
  "cts_hold_buffers": 0,
  "die_height_um": 106,
  "antenna_left": 0,
  "max_slew_margin_pct": 53.5,
  "hp-class": "input port to async pin",
  "edf_count": 7,
  "cpMostUsedCell": "ha_4",
  "yosys.area_share.simple_pct": 27.2,
  "final_util_pct": 22.0,
  "rrSetupSlack_ns": 0.002,
  "grt_pass1_vias": 1082,
  "crit_family": "simple AND/OR/NAND/NOR gates",
  "synth_cell_types": 49,
  "io_pins": 5,
  "drtIter0Drc": 60,
  "cpPeakStageDelay_ns": 0.47,
  "rows": 31,
  "ys_chip_area_um2": 1150,
  "drt_pass1_iterations": 4,
  "ctsRootBufferMaster": "clkbuf_8",
  "synthArstFlopShare_pct": 36.4,
  "worstMarginPinSlew_ns": 0.697,
  "place_congestion": 0.892,
  "clock_sinks": 11,
  "numCtsBuffers": 3,
  "path_cells": "ha_4 -> mux2_4 -> inv_4 -> ha_4 -> or4b_4 -> o32ai_2 -> o311a_1",
  "skew_ns": 0.00256,
  "yosysSeqAreaShare_pct": 26.9,
  "crit_arrival_ns": 2.35,
  "syn_area_per_cell_um2": 8.36,
  "grt_usage_pct": 5.29,
  "clockBufferDepth": 2,
  "slew_viol_final": 0,
  "die-area_um2": 11200,
  "hold_viol": 0,
  "htreeDepth": 1,
  "place.detailed.hpwl_um": 2200,
  "finalSetupViolCount": 0,
  "ys_sh_adder_pct": 8.68,
  "grt_max_degree": 26,
  "wl_per_cell_um": 11.3,
  "coreArea_um2": 7210,
  "ys_ff": 11,
  "fin_hold_ws_ns": 0.482,
  "num_antenna_cells": 0,
  "r2r_start": "data_in_d1$_DFF_PN0_",
  "tritoncts": "yes",
  "ff_type": "edfxtp_1",
  "warnings": 33
}
## power breakdown
group	internal, µW	switching, µW
combinational	400	437
clock	117	76.6
sequential	263	90.7
## worst max path at each step
stage / slack, ns / start / depth (start not counted) / endpoint
4_1_cts: -0.0005 / data_in_d1$_DFF_PN0_ / 7 / first_Sign$_DFFE_PP_
5_1_grt: -0.09 / data_in_d1$_DFF_PN0_ / 7 / Dec$_DFFE_PP_
6_report: 0.002 / data_in_d1$_DFF_PN0_ / 7 / Dec$_DFFE_PP_
## area by class of cell
type                    count  area share (%)
multi-input cells         112            52.1
flip-flops and latches     11            19.5
repair buffers             32            15.6
well taps                  99            7.80
clock buffers               4            2.83
inverters                   5            2.13
## logic make-up (layout without fill, tap and decap cells)
| kind of cell | Yosys count | in the layout |
|---|---|---|
| AND-OR/OR-AND | 38 | 38 |
| XOR/XNOR | 6 | 6 |
| adder cells (fa/ha/maj) | 8 | 8 |
| buffers and inverters | 15 | 41 |
| flip-flops | 11 | 11 |
| multiplexers | 2 | 2 |
| other | 1 | 1 |
| AND/OR/NAND/NOR | 57 | 57 |
## timing repair
action,in CTS,in global routing
buffers inserted,1,1
setup endpoints to repair,8,2
pin swaps,2,0
gates resized,6,1
hold endpoints to repair,0,0
## state kept, by name, indices dropped and copies added, names as in the netlist
| register | count |
|---|---|
| number | 5 |
| state | 3 |
| Dec | 1 |
| data_in_d1 | 1 |
| first_Sign | 1 |
## per-layer routing
layer / GRT usage [%] / up-vias / part of all wire (%)
met5: 0 / - / 0
met4: 0.193 / 0 / 0
met3: 0.917 / 0 / 5.2
met2: 9.10 / 22 / 48
met1: 7.14 / 525 / 47
li1: - / 567 / -
## per-stage QoR
step | instance area, µm² | TNS [ns] | worst slack, ns | cells | power, µW
after floorplan | 1220 | -0.358 | -0.179 | 138 | 897
after global placement | 1520 | -4.17 | -0.787 | 257 | 1150
after detailed placement | 1520 | -4.26 | -0.818 | 257 | 1150
after CTS | 1570 | -0.000917 | -0.000459 | 262 | 1360
after global routing | 1590 | -0.187 | -0.0936 | 263 | 1490
final | 1590 | 0 | 0.00163 | 263 | 1380
## cell usage in the layout, fill, tap and decap left out, types with 4 or more instances in the layout
master    synthesis  final
buf_4             1     29
nor2_1           12     12
nor2b_1           6      6
nand2b_1          6      6
ha_1              8      6
nand2_1          10     10
nand3_1           5      5
a21oi_1           9      9
dfrtp_1           4      4
edfxtp_1          7      7
Power is estimated from default activity; no workload was simulated.
